==> flow/design.v <==
module contador_3bits(CLOCK_50,reset,HEX0); 
input CLOCK_50, reset;  
output [0:6] HEX0; 
reg [2:0] q; 
wire 	clock; 
	initial begin
		q = 3'b000;
		end
	divisor_freq dv(clock, reset, CLOCK_50);
	always @(posedge clock or posedge reset)
	begin
		if(reset == 1'b1)
		begin
			q = 3'b000;
			end
		else
		begin
		q = q + 1;
		end
	end
	decodificador d1(q,HEX0[0:6]);
endmodule
module divisor_freq(saida,reset,clock); 
 input reset,clock;  
 output saida; 
	reg [23:0] Q; 
 initial
 begin
 Q = 24'b000;
 end
 always @ (posedge clock or posedge reset)
 begin
	 if (reset == 1'b1)  
	begin
		Q = 24'b000;  
	end
	else
		begin  
			Q = Q + 1;
		end
end
  assign saida = Q[23];
endmodule 
module decodificador(E,S);
input [0:3]E;
output reg[0:6]S;
always@(E)  
  begin
   case(E)  
	4'b0000 : S = 7'b0000001;
	4'b0001 : S = 7'b1001111;
	4'b0010 : S = 7'b0010010;
	4'b0011 : S = 7'b0000110;
	4'b0100 : S = 7'b1001100;
	4'b0101 : S = 7'b0100100;
	4'b0110 : S = 7'b0100000;
	4'b0111 : S = 7'b0001111;
	4'b1000 : S = 7'b0000000;
	4'b1001 : S = 7'b0000100;
	default : S = 7'b1111111;
	endcase;  
 end  
endmodule
==> flow/run.sh <==
#!/bin/bash
# OpenROAD 26Q1-2900-gdf79404cd8, Yosys 0.63+post, stock flow scripts
make -C /OpenROAD-flow-scripts/flow DESIGN_CONFIG=/design/flow/config.mk WORK_HOME=/design/flow/orfs finish
==> flow/config.mk <==
export PLATFORM = sky130hd
export DESIGN_NAME = contador_3bits
export DESIGN_NICKNAME = contador_3bits
export VERILOG_FILES = /design/flow/design.v
export SDC_FILE = /design/flow/constraint.sdc
export NUM_CORES = 4
export LEC_CHECK = 1
export CORE_UTILIZATION = 30
==> flow/constraint.sdc <==
current_design contador_3bits

set clk_period 4.1
set clk_io_pct 0.2

create_clock -name clk0 -period $clk_period [get_ports {CLOCK_50}]

set non_clock_inputs [all_inputs -no_clocks]
set_input_delay [expr $clk_period * $clk_io_pct] -clock clk0 $non_clock_inputs
set_output_delay [expr $clk_period * $clk_io_pct] -clock clk0 [all_outputs]
==> results.txt <==
impl run done, here's what came out: slowest stage delay, CP 0.46 ns, startpoint types register, num rows 23, die height 66.7 um, Rel. slew slack 0.723, Hold Path Class reg2reg, post-route ant nets 0, Vias/cell 4.48, most numerous logic cells after layout dfrtp_1, xnor2_1, nand3_1, nand2_1, clkdlybuf4s50_1, Antenna Cells 0, endpoints failing setup 0, Peak VDD IR 0.000293 V, CP cell instances nand4_4 > nor4_4 > nand4_1 > xnor2_1, CP max stage cell nor4_4, Cell Type Count 19, critical path capture point type register, Total GRT Usage 0.0969, final hold vios 0, RSZ-0062 raised after global routing false, grt ovf 0, Slew @ Worst Pin 0.412 ns, cell area after synthesis 1260 sq um, skew final 0.00466 ns, total number of vias 757, Tool Warnings 29, post-DP HPWL 1250 um, Peak Freq 0.655 GHz, register share after synthesis 0.538, CTS tree yes, Power Density 259 nW/um^2, Core Region 4000 sq um, cells in synth_stat.txt 107, yosys stat area 1260 sq um, dpl ws 2.56 ns, FP Util 0.314, final instance area 1450 sq um, crit path from dv.Q[5], postcts setup bufs 0, hold path startpoint dv.Q[21], DRC viols 0, most frequent logic cell in the layout dfrtp_1, vias in the first global route 723, Detailed Routing Iterations Pass 1 4, Port Buffer Count 8, GR Util met2 0.135, layout cells sized above 1 0.0672, setup tns final 0 ns, crit path DAT 1.68 ns, first-pass GRT wire length 3240 um, final worst slack 2.57 ns, Reg clk slew, reported paths 0.08 ns, # IOs 9, worst r2r src dv.Q[5], Crit Path Class reg2reg, endpoints left unconstrained 10, Final Slew Violations 0, flops out of synthesis 27, CTS Hold Bufs 0, Num CTS Buffers 3, clk buf depth 2, most used routing layer met1, initial antenna violation count 0, Root Driver clkbuf_8, Die Size 4450 sq um, CP max FO 5, fin crit share 0.373, Tmin final 1.53 ns, met3 Resource Use GR 0.0208, 1st-iter DRT viols 22, CTS resizes 0, met1 Use GR 0.167, Mapped Cells 107, Pleak 0.000679 uW, final RePlAce weighted congestion 0.769, register pins left without a clock 3, wire per inst 10.4 um, Die X 66.7 um, yosys warns 4, Fin Hold WS 0.473 ns, outcome finished, final reports clean, Post-DP Area 1410 sq um, synthesized area per cell 11.7 sq um, Max-Cap Viols 0, Synth-to-Final Area Change 15.2%, H-tree Lvls 1, wirelength, routed 1750 um, largest net degree at the start of global routing 28, Critical Path RT 4.25 ns, Latency at later pin 0.26 ns
[cell usage after synthesis]
cell / n / area [sq um]
a21oi_1: 3 / 15.0
nor3_1: 2 / 10.0
nand2_1: 9 / 33.8
or2_2: 1 / 6.26
nor2_1: 4 / 15.0
nand3_1: 10 / 50.1
nor2b_1: 1 / 6.26
inv_1: 6 / 22.5
o21ai_0: 1 / 5.00
xor2_1: 7 / 61.3
and4_1: 3 / 26.3
dfrtp_1: 27 / 676
nor4_4: 2 / 42.5
and2_1: 1 / 6.26
nand4_4: 1 / 21.3
nand4_1: 6 / 37.5
and3_1: 1 / 6.26
ha_1: 6 / 75.1
xnor2_1: 16 / 140
[registers in the layout, summed over array words and instances (netlist names)]
name	cells
dv.Q	24
q	3
[metal layers]
| metal | part of all wire | vias up |
|---|---|---|
| met2 | 0.43 | 10 |
| met4 | 0 | 0 |
| met5 | 0 | - |
| li1 | - | 391 |
| met3 | 0.037 | 0 |
| met1 | 0.54 | 356 |
[layout make-up]
type	instances	area [sq um]
well taps	50	62.6
fillers	374	2550
inverters	6	22.5
clock buffers	3	41.3
multi-input cells	74	558
repair buffers	9	87.6
flip-flops and latches	27	676
[report_power, final]
| part | switching (uW) | internal (uW) |
|---|---|---|
| Combinational | 4.97 | 1.53 |
| Clock | 66.4 | 65.5 |
| Sequential | 0 | 236 |
[cells by family after synthesis]
group | count (synthesis) | synth area share
buffers and inverters | 6 | 0.0179
DFF | 27 | 0.538
AOI/OAI and AO/OA | 4 | 0.0159
and+or+nand+nor | 41 | 0.208
adders and majority gates | 6 | 0.0598
xor gates and xnor gates | 23 | 0.160
[per-stage QoR]
stage,cells,power (uW),utilization
after floorplan,107,245,-
after global placement,166,248,0.352
after detailed placement,166,248,0.352
after CTS,169,385,0.362
after global routing,169,394,0.362
final,169,375,0.362
[critical path, delay by kind of cell (launching register included)]
family                    cells  cell delay (ns)
and+or+nand+nor               3             0.81
xor gates and xnor gates      1             0.15
DFF                           1             0.45
[final timing paths]
kind	end	slack, ns	cells past startpoint
worst max-delay path	dv.Q[21]	2.57	4
worst min-delay path	dv.Q[21]	0.47	1
worst max register to register	dv.Q[21]	2.57	4
worst min register to register	dv.Q[21]	0.47	1
max in group asynchronous	dv.Q[16]	2.93	3
min in group asynchronous	dv.Q[19]	0.91	3
Power is estimated from default activity; no workload was simulated.
