==> ./run.sh <==
#!/bin/bash
# OpenROAD 26Q1-2900-gdf79404cd8, Yosys 0.63+post, stock flow scripts
make -C /OpenROAD-flow-scripts/flow DESIGN_CONFIG=/design/flow/config.mk WORK_HOME=/design/flow/orfs finish
==> ./config.mk <==
export PLATFORM = sky130hd
export DESIGN_NAME = comp4bits
export DESIGN_NICKNAME = comp4bits
export VERILOG_FILES = /design/flow/design.v
export SDC_FILE = /design/flow/constraint.sdc
export NUM_CORES = 4
export LEC_CHECK = 1
export CORE_AREA = 10 10 70 70
export DIE_AREA = 0 0 80 80
==> ./constraint.sdc <==
current_design comp4bits

set clk_period 2.1
set clk_io_pct 0.2

create_clock -name clk0 -period $clk_period

set non_clock_inputs [all_inputs -no_clocks]
set_input_delay [expr $clk_period * $clk_io_pct] -clock clk0 $non_clock_inputs
set_output_delay [expr $clk_period * $clk_io_pct] -clock clk0 [all_outputs]
==> ./design.v <==
module comp1bit(A,B,HAB,IG,MA,ME);
input A,B,HAB;
output IG,MA,ME;
assign IG = HAB & (A ~^ B);
assign MA = HAB & (A & (~B));
assign ME = HAB & ((~A) & B);
endmodule
module comp4bits(X,Y,igual,maior,menor);
input [3:0] X, Y;
output igual,maior,menor;
wire [3:0] aux_ig, aux_ma, aux_me;
  comp1bit b3(X[3], Y[3], 1,         aux_ig[3], aux_ma[3], aux_me[3]);
  comp1bit b2(X[2], Y[2], aux_ig[3], aux_ig[2], aux_ma[2], aux_me[2]);
  comp1bit b1(X[1], Y[1], aux_ig[2], aux_ig[1], aux_ma[1], aux_me[1]);
  comp1bit b0(X[0], Y[0], aux_ig[1], aux_ig[0], aux_ma[0], aux_me[0]);
  assign igual = aux_ig[0];
  assign maior = | aux_ma;
  assign menor = | aux_me; 
endmodule
==> insert_results.sql <==
-- implementation run metrics
INSERT INTO impl_metrics (metric_group, metric, value, unit) VALUES
('status', 'run_status', 'finished, final reports clean', ''),
('global_route', 'grt_use_total', '0.0159', ''),
('global_route', 'antenna_found_initial', '0', ''),
('floorplan', 'fp.dieW', '80', 'um'),
('critical_path', 'crit_path_top_delay_cell', 'sky130_fd_sc_hd__clkdlybuf4s50_1', ''),
('detailed_routing', 'drt_pre_antenna_iters', '1', ''),
('detailed_routing', 'routedLengthMet1', '209', 'um'),
('synth', 'synth_top_cell_by_area', 'sky130_fd_sc_hd__ha_1', ''),
('pwr', 'static-leakage-power', '0.000182', 'uW'),
('global_route', 'grt_max_degree', '5', ''),
('final_layout', 'layout.area.comb', '169', 'sq um'),
('final_layout', 'n_fill_cell', '402', ''),
('critical_path', 'critical_path.top_delay_family', 'buffers and inverters', ''),
('synth', 'postSynthSeqShare', '0', ''),
('synth', 'top_cells_by_count', '8 x sky130_fd_sc_hd__ha_1, 8 x sky130_fd_sc_hd__inv_1, 4 x sky130_fd_sc_hd__a21oi_1', ''),
('detailed_routing', 'antennaDiodeCount', '0', ''),
('floorplan', 'fp-row-count', '21', ''),
('final_timing', 'final_min_period_over_clock_period', '0.983', ''),
('critical_path', 'critical_path_class', 'in -> out', ''),
('critical_path', 'critPathLaunchType', 'input pin', ''),
('final_layout', 'finish.utilization', '0.107', ''),
('synth', 'yosysWarningCount', '1', ''),
('pwr', 'irDropWorstVdd', '0.0151', 'mV'),
('global_route', 'grt_pass1_wl', '869', 'um'),
('synth', 'synthesis.area_per_instance', '7.25', 'sq um'),
('floorplan', 'floorplan.core_area', '3420', 'sq um'),
('detailed_routing', 'first_iter_violations', '0', ''),
('critical_path', 'worstPathBufferInverterCount', '2', ''),
('place', 'hpwl', '520', 'um'),
('critical_path', 'timing.critical_path.cells', 'dlygate4sd2_1 -> ha_4 -> and4_2 -> clkdlybuf4s50_1', ''),
('synth', 'yosysTopAreaCellShare', '0.576', ''),
('final_timing', 'totalNegativeSetupSlack', '0', 'ns'),
('flow_run', 'drv_cap', '0', ''),
('place', 'post-place-cells', '83', ''),
('detailed_routing', 'route.detailed.vias_per_inst', '2.37', ''),
('final_layout', 'flop_area', '0', 'sq um'),
('detailed_routing', 'postRouteWirelength', '562', 'um'),
('place', 'finalWeightedCongestion', '0.650', ''),
('detailed_routing', 'via_count', '197', ''),
('synth', 'yosys_cells', '24', ''),
('critical_path', 'arrival', '1.64', 'ns'),
('place', 'place.port_buffers', '11', ''),
('pwr', 'power_density', '137', 'nW/um^2'),
('final_timing', 'fmax', '485', 'MHz'),
('detailed_routing', 'antenna_left', '0', ''),
('flow_run', 'openroad.warnings', '36', ''),
('floorplan', 'die_height', '80', 'um'),
('final_timing', 'final.min_clock_period', '2.06', 'ns'),
('synth', 'cell_area_synth', '174', 'sq um'),
('final_timing', 'finalSetupViolations', '0', ''),
('synth', 'ys_area', '174', 'sq um'),
('detailed_routing', 'routed-wl-met2', '305', 'um'),
('critical_path', 'required', '1.68', 'ns'),
('floorplan', 'fp_util', '0.0509', ''),
('final_timing', 'rsz0062_at_grt', 'no', ''),
('detailed_routing', 'post-route-drc-count', '0', ''),
('final_layout', 'flops', '0', ''),
('final_layout', 'areaGrowthSynthToFinish', '110', '%'),
('final_layout', 'clock_buffers', '0', ''),
('synth', 'post_synth_main_area_contributors', 'sky130_fd_sc_hd__ha_1 58%, sky130_fd_sc_hd__inv_1 17%, sky130_fd_sc_hd__a21oi_1 12%', ''),
('hold_path', 'worst_hold_path_class', 'in -> out', ''),
('detailed_routing', 'wire_per_inst', '6.77', 'um'),
('final_timing', 'hold_ws', '1.39', 'ns'),
('final_timing', 'report.final.slew_viol_count', '0', ''),
('final_layout', 'post_route_cells_drive_above_1_share', '0.216', ''),
('pwr', 'sum_of_internal_switching_and_leakage_power', '49.9', 'uW'),
('critical_path', 'worstSetupEndpointType', 'output port', ''),
('critical_path', 'critPathMaxFanout', '3', ''),
('floorplan', 'die_area', '6400', 'sq um'),
('final_layout', 'final-instance-count-excl-fill', '83', ''),
('global_route', 'first_global_vias', '214', ''),
('final_timing', 'final_hold_viol_count', '0', ''),
('floorplan', 'ios', '11', ''),
('synth', 'post_synthesis_instance_total', '24', ''),
('final_timing', 'timing.slew.headroom', '0.914', ''),
('synth', 'netlist-cell-type-count', '6', ''),
('detailed_routing', 'highest_layer', 'met3', ''),
('critical_path', 'cpPeakStageDelay', '0.46', 'ns'),
('final_timing', 'actual_transition_at_the_worst_max_transition_pin', '0.129', 'ns'),
('detailed_routing', 'met3_length', '47', 'um'),
('global_route', 'gr-total-overflow', '0', '');
## power by group
| part | leakage [uW] | internal, uW | switching (uW) |
|---|---|---|---|
| sequential | 0 | 0 | 0 |
| combinational | 0.000182 | 28.9 | 21.0 |
| clock | 0 | 0 | 0 |
## per-stage QoR
| step | worst slack [ns] | instance area [sq um] |
|---|---|---|
| after floorplan | 0.721 | 174 |
| after global placement | -0.307 | 357 |
| after CTS | 0.0179 | 370 |
| after detailed placement | -0.353 | 357 |
| after global routing | 0.00564 | 365 |
| final | 0.0362 | 365 |
## placed cells by master (no fill, tap or decap)
cell / n
sky130_fd_sc_hd__dlygate4sd2_1: 9
sky130_fd_sc_hd__inv_1: 6
sky130_fd_sc_hd__ha_1: 6
sky130_fd_sc_hd__a21oi_1: 4
sky130_fd_sc_hd__inv_2: 2
sky130_fd_sc_hd__o21ai_1: 2
sky130_fd_sc_hd__ha_4: 2
sky130_fd_sc_hd__buf_4: 2
sky130_fd_sc_hd__and4_2: 1
sky130_fd_sc_hd__nand2_1: 1
sky130_fd_sc_hd__clkbuf_2: 1
sky130_fd_sc_hd__clkdlybuf4s50_1: 1
## tightest hold or removal path: cells and delay by family
kind | cells | cell delay [ns]
buf+inv | 2 | 0.31
fa+ha+maj | 1 | 0.14
compound gates | 2 | 0.09
## final cells by class
class                      count  share of cell area
timing repair buffer          13               0.298
multi-input combinational     16               0.462
inverter                       8              0.0822
tap                           46               0.158
## path summary, 6_finish.rpt
path | start | end | slack [ns] | depth (start not counted)
min | X[3] | maior | 1.39 | 5
max | Y[1] | igual | 0.04 | 4
## metal layers
metal | vias to the layer above | GRT usage
met5 | - | 0
met2 | 5 | 0.0345
met1 | 90 | 0.0158
met4 | 0 | 0
met3 | 0 | 0.00227
li1 | 102 | -
## repair_timing
action	CTS	global route
gates resized	15	1
setup endpoints to repair	3	1
buffers inserted	0	0
hold endpoints to repair	0	0
pin swaps	2	0
hold buffers	0	0
## cells by family (layout without fill, tap and decap cells)
logic type               Yosys count  in the layout  synth area share
AND-OR/OR-AND                      6              6             0.173
AND/OR/NAND/NOR                    2              2            0.0791
buffers and inverters              8             21             0.173
adder cells (fa/ha/maj)            8              8             0.576
No activity file was given, so power comes from the tool's default toggle rates.
